==> ./design.v <==
module CONV(
 input  reset,  
 input  clk,  
 input wire signed [7: 0] CONV_iData0,  
 input wire signed [7: 0] CONV_iData1,  
 output reg signed [8: 0] CONV_oData  
);
parameter LengthOfConv = 8;   
parameter InState =   4'b0001,
          ConvState = 4'b0010,
		  OutState =  4'b0100,
		  ClrState =  4'b1000;
reg [7:0] CONV_iData0reg; 
reg [7:0] CONV_iData1reg; 
reg [8:0] CONV_oDatareg; 
reg [7:0] CONV_iD0;  
reg [7:0] CONV_iD1;  
reg [3:0] state,nextstate;
initial
	 begin
	end
 always @ (posedge clk)  
begin
	if(reset == 0)
	begin
		CONV_iData0reg <= 8'b0;
		CONV_iData1reg <= 8'b0;
		CONV_oDatareg <= 9'b0;
	    CONV_iD0 <= 8'b0;
        CONV_iD1 <= 8'b0;
	end
	else
	begin
		state <= InState;
		nextstate <= ConvState;
		 if (state == InState)  
		begin
				CONV_iData0reg <= CONV_iData0;
				CONV_iData1reg <= CONV_iData1;
				 CONV_oData <= 0;  
				state <= nextstate;
				nextstate  <= OutState;
		end
		 if (state == ConvState)  
		    begin
			  CONV_oData <= 0;  
			    CONV_oDatareg<= CONV_iData0reg*(1) + CONV_iData1reg*(-1);
				 CONV_iD0<=CONV_iData0reg*(1);
                 CONV_iD1<=CONV_iData1reg*(-1);
				state <= nextstate;
				nextstate  <= ClrState;
			end
		 if (state == OutState)  
		begin
			CONV_oData <= CONV_oDatareg; 
				state <= nextstate;
				nextstate  <= InState;
		end 
		 if (state == ClrState)  
		begin
			 CONV_oData <= 0;  
			CONV_oDatareg <= 0;
				state <= nextstate;
				nextstate  <= ConvState;
		end 
	end
end
endmodule
==> ./run.sh <==
#!/bin/bash
# OpenROAD 26Q1-2900-gdf79404cd8, Yosys 0.63+post, stock flow scripts
make -C /OpenROAD-flow-scripts/flow DESIGN_CONFIG=/design/flow/config.mk WORK_HOME=/design/flow/orfs finish
==> ./config.mk <==
export PLATFORM = sky130hd
export DESIGN_NAME = CONV
export DESIGN_NICKNAME = CONV
export VERILOG_FILES = /design/flow/design.v
export SDC_FILE = /design/flow/constraint.sdc
export NUM_CORES = 4
export LEC_CHECK = 1
export CORE_UTILIZATION = 40
==> ./constraint.sdc <==
current_design CONV

set clk_period 6.7
set clk_io_pct 0.2

create_clock -name clk0 -period $clk_period [get_ports {clk}]

set non_clock_inputs [all_inputs -no_clocks]
set_input_delay [expr $clk_period * $clk_io_pct] -clock clk0 $non_clock_inputs
set_output_delay [expr $clk_period * $clk_io_pct] -clock clk0 [all_outputs]
==> PnR_summary.wiki <==
== Run summary ==
{| class="wikitable"
! Metric !! Value
|-
| Run status || finished, final reports clean
|-
| Number of synthesized flops with an enable pin || 17
|-
| Origin of the critical flop-to-flop path || CONV_iData1reg[2]$_SDFFE_PN0P_
|-
| FMAX || 251 MHz
|-
| Area figure in the yosys stat output || about 0.0026 mm2
|-
| Count of endpoints failing setup in the final report || 0
|-
| Yosys cell count || around 250
|-
| Initial standard-cell utilization of the core || 0.424
|-
| Clock latency on the worst-skew pair || 290 ps
|-
| Number of design rule violations left after detail routing || 0
|-
| TritonCTS Buffers || 5
|-
| Via density per instance || between 4 and 5
|-
| Number of placement rows || 28
|-
| Peak VDD IR || ~0.000095 V
|-
| Max-cap violation count || 0
|-
| Logic area || about 0.0014 mm2
|-
| CP max stage delay || slightly above 700 ps
|-
| Most frequent cell on the critical path || fa_1
|-
| Internal portion of total power || about 0.00043 W
|-
| Slew at the pin closest to its max-slew limit || ~670 ps
|-
| Number of distinct library cells after synthesis || 31
|-
| Flop2flop setup slack || roughly 2700 ps
|-
| CTS tree || yes
|-
| Proportion of layout cells with a drive suffix above 1 || 0.0584
|-
| Avg Cell Area, Syn || about 10 um2
|-
| Share of total power in the clock network || 0.259
|-
| Switching Fraction || 0.296
|-
| Global-route wire length before repair || 7110 um
|-
| Number of design-rule violations left by the first detailed-router iteration || 24
|-
| Number of global-route vias before repair || about 1,600
|-
| Die area || ~0.0068 mm2
|-
| Met2 wirelength from detailed routing || about 1700 um
|-
| Setup repair after global routing missed its margin || no
|-
| Least setup slack across all paths after layout || roughly 2700 ps
|-
| Num Clock Sinks || 42
|-
| Flip-flop cell with the highest count after synthesis || dfxtp_1
|-
| Number of warnings issued by yosys || 1
|-
| Overall die height || 82.2 um
|-
| Worst hold path startpoint || CONV_oDatareg[7]$_SDFFE_PP0P_
|-
| Post-cts hold-fix buffer tally || 0
|-
| Number of instances resized during post-cts repair || 0
|-
| Final period util || 0.595
|-
| Pwr Density || about 200 mW/mm2
|-
| Crit Path Category || flip-flop to flip-flop
|-
| Ant. Diodes || 0
|-
| Highest routing layer actually used || met4
|-
| CP Max Fanout || 5
|-
| First-pass DRT Iterations || 2
|-
| Final Non-Filler Cells || around 350
|-
| Quantity of I/O buffers inserted on ports || 26
|-
| Combinational share of power || 0.268
|-
| Power spent charging and discharging nets || between 0.00015 and 0.0002 W
|-
| Remaining antenna violation count || 0
|-
| # IOs || 27
|-
| Final TNS setup || 0 ps
|-
| Clock edge transition at the registers on the reported setup and hold paths || ~80 ps
|-
| Logic depth of the worst register-to-register path || 12
|-
| GRT Residual Overflow || 0
|-
| Final Hold Violating Endpoints || 0
|-
| Nature of the critical path startpoint || flip-flop
|-
| HPWL after detailed placement || ~2900 um
|-
| Number of OpenROAD warnings || 26
|-
| Root buffer selected by CTS || clkbuf_8
|-
| Critical path capture point type || flip-flop
|-
| Global placement routability congestion || 0.812
|-
| Place WS || approximately 2600 ps
|-
| Final Critical Period || 3980 ps
|-
| Cell Count Post-Placement || about 340
|-
| Critical path arrival || 4200 ps
|-
| Mean routed wirelength per cell || roughly 11 um
|-
| Mapped Cells || roughly 250
|-
| Worst Setup SP || CONV_iData1reg[2]$_SDFFE_PN0P_
|-
| Worst Skew || roughly 4.2 ps
|-
| Total power draw || between 0.0006 and 0.0007 W
|-
| Number of vias in the routed layout || between 1,500 and 2,000
|-
| Worst Hold Path EP || CONV_oDatareg[7]$_SDFFE_PP0P_
|-
| Worst R2R End || CONV_oDatareg[8]$_SDFFE_PP0P_
|-
| Slew HR || 0.550
|-
| Number of buffers added for setup after CTS || 0
|-
| Seq pwr share || 0.473
|-
| Synthesized flop and latch total || 42
|-
| Maximum number of pins on one net before global-route repair || 27
|-
| Number of stages on the worst hold path || 2
|-
| CTS H-Tree Depth || 2
|-
| Clock buffer depth || 2
|-
| Global Route Usage Sum || 0.140
|-
| Wire length on met1 || between 1500 and 2000 um
|-
| Worst hold path type || flip-flop to flip-flop
|-
| Total length of routed wires || 3670 um
|-
| Area of the core || just over 0.006 mm2
|-
| Worst hold margin || ~450 ps
|-
| Sequential element share of the synthesized area || 0.393
|-
| Crit path cell chain || fa_1, inv_1, fa_1, inv_1, fa_1, inv_1, fa_1, xor2_1, xnor3_1, xnor2_1, xnor2_1, a211oi_2
|-
| Combined area of all synthesized cells || between 0.002 and 0.003 mm2
|-
| DR WL met3 || between 100 and 150 um
|-
| Leakage dissipation || between 1 and 1.5 nW
|-
| Share of synthesized registers carrying an async set or reset || 0
|-
| Die X || 82.2 um
|-
| CP max stage cell || fa_1
|-
| Slew Viols, Final || 0
|-
| Area overhead of the layout relative to synthesis || 16.2%
|-
| Filler cell count || ~560
|-
| Required @ worst endpoint || between 6000 and 7000 ps
|-
| Seq. cell area || approximately 0.0010 mm2
|-
| Antenna violations before repair || 0
|}
## through the flow
| step | area [um2] | util |
|---|---|---|
| after floorplan | 2570 | - |
| after global placement | 2910 | 0.479 |
| after detailed placement | 2910 | 0.479 |
| after CTS | 2990 | 0.493 |
| after global routing | 2990 | 0.493 |
| final | 2990 | 0.493 |
## cell usage in the layout (no fill, tap or decap), drive strengths merged
master / netlist / layout
ha: 19 / 19
a211oi: 3 / 3
o21ai: 3 / 3
fa: 22 / 22
nor4b: 1 / 1
xnor3: 1 / 1
nor2: 4 / 4
o41ai: 1 / 1
edfxtp: 17 / 17
dfxtp: 25 / 25
o211ai: 2 / 2
buf: 4 / 2
clkinv: 0 / 2
nand2b: 1 / 1
clkbuf: 4 / 5
inv: 37 / 37
o21bai: 1 / 1
a211o: 1 / 1
nand3b: 2 / 2
a21boi: 16 / 16
a21o: 2 / 2
nand2: 45 / 45
a21oi: 10 / 10
clkinvlp: 0 / 1
and2: 13 / 13
xnor2: 10 / 10
clkdlybuf4s50: 0 / 26
xor2: 2 / 2
## routing by layer
layer / GRT usage / vias to the layer above
li1: - / 840
met1: 0.213 / 727
met2: 0.226 / 28
met3: 0.0268 / 7
met4: 0.0158 / 0
met5: 0 / -
## cells by family (layout without fill, tap and decap cells)
| family | after synthesis | count (layout) | synth area share |
|---|---|---|---|
| compound gates | 39 | 39 | 0.108 |
| flops | 42 | 42 | 0.393 |
| xor+xnor | 13 | 13 | 0.0496 |
| simple gates | 66 | 66 | 0.117 |
| fa+ha+maj | 41 | 41 | 0.264 |
| buf+inv | 45 | 73 | 0.0681 |
## worst max-delay path by stage
| stage | to | slack [ps] | cells after the start |
|---|---|---|---|
| after CTS | CONV_oDatareg[8]$_SDFFE_PP0P_ | 2640 | 12 |
| after global routing | CONV_oDatareg[8]$_SDFFE_PP0P_ | 2440 | 12 |
| final | CONV_oDatareg[8]$_SDFFE_PP0P_ | 2720 | 12 |
## cell usage after synthesis, types with 2 or more instances
cell       n  area share
a21o_1     2      0.0058
ha_1      19       0.092
clkbuf_1   4      0.0058
o211ai_1   2      0.0058
dfxtp_1   25        0.19
buf_2      2      0.0039
inv_2      3      0.0044
nor2_1     4      0.0058
xor2_1     2      0.0068
edfxtp_1  17        0.20
nand2_1   45       0.066
fa_1      22        0.17
xnor2_1   10       0.034
a211oi_1   2      0.0058
nand3b_1   2      0.0058
a21oi_1    9       0.018
and2_1    13       0.032
o21ai_1    2      0.0039
inv_1     34       0.050
a21boi_1  16       0.047
## state kept, by name, summed over array words and instances, names as in the netlist
signal          count
CONV_oData          9
nextstate           4
CONV_iData1reg      8
state               4
CONV_oDatareg       9
CONV_iData0reg      8
## final cells by class
cell class                 count  share of cell area
multi-input combinational    159               0.464
clock inverter                 3             0.00544
timing repair buffer          28              0.0921
sequential                    42               0.338
inverter                      37              0.0464
tap                           75              0.0314
clock buffer                   5              0.0230
## worst max-delay path: cells and delay by family, from the launching register on
family	cells	cell delay [ps]
xor+xnor	4	940
fa+ha+maj	4	2190
buf+inv	3	210
flops	1	370
compound gates	1	200
## power by group through the flow
stage / combinational [W] / clock [W] / sequential (W)
CTS: 0.000169 / 0.000161 / 0.000290
global route: 0.000195 / 0.000174 / 0.000292
finish: 0.000164 / 0.000159 / 0.000290
No activity file was given, so power comes from the tool's default toggle rates.
